## flow/run.sh

```bash
#!/bin/bash
# OpenROAD 26Q1-2900-gdf79404cd8, Yosys 0.63+post, stock flow scripts
make -C /OpenROAD-flow-scripts/flow DESIGN_CONFIG=/design/flow/config.mk WORK_HOME=/design/flow/orfs finish
```

## flow/config.mk

```make
export PLATFORM = sky130hd
export DESIGN_NAME = delay_eight_cycles
export DESIGN_NICKNAME = delay_eight_cycles
export VERILOG_FILES = /design/flow/design.v
export SDC_FILE = /design/flow/constraint.sdc
export NUM_CORES = 4
export LEC_CHECK = 1
export CORE_AREA = 10 10 70 70
export DIE_AREA = 0 0 80 80
```

## flow/constraint.sdc

```tcl
current_design delay_eight_cycles

set clk_period 1.0
set clk_io_pct 0.2

create_clock -name clk0 -period $clk_period [get_ports {clk}]

set non_clock_inputs [all_inputs -no_clocks]
set_input_delay [expr $clk_period * $clk_io_pct] -clock clk0 $non_clock_inputs
set_output_delay [expr $clk_period * $clk_io_pct] -clock clk0 [all_outputs]
```

## flow/design.v

```verilog
module Nbit_reg( 
in,
out,
clk,
we,
gwe,
rst
);
parameter n=1;
  input  [n-1:0] in;
  output reg [n-1:0] out;
  input          clk;
  input          we;
  input          gwe;
  input          rst;
always @(posedge clk) begin
   if(rst) begin
              out <= #1 0;
   end else begin
              out <= #1 we ? in : out;     
	    end
end
endmodule 
`timescale 1ns / 1ps
module delay_eight_cycles( clk,
                           gwe,
                           rst,
                           in_value,
                           out_value
                          );
   parameter n = 1;
input          clk;
input          gwe;
input          rst;
input [n-1:0]  in_value;
output [n-1:0] out_value;
   wire [n-1:0] value_1_2;
   wire [n-1:0] value_2_3;
   wire [n-1:0] value_3_4;
   wire [n-1:0] value_4_5;
   wire [n-1:0] value_5_6;
   wire [n-1:0] value_6_7;
   wire [n-1:0] value_7_8;
   wire [n-1:0] value_8_9;
   Nbit_reg #(n) stage_1 (.in(in_value), .out(value_1_2), .clk(clk), .we(1'd1), .gwe(gwe), .rst(rst));
   Nbit_reg #(n) stage_2 (.in(value_1_2),.out(value_2_3), .clk(clk), .we(1'd1), .gwe(gwe), .rst(rst));
   Nbit_reg #(n) stage_3 (.in(value_2_3), .out(value_3_4), .clk(clk), .we(1'd1), .gwe(gwe), .rst(rst));
   Nbit_reg #(n) stage_4 (.in(value_3_4), .out(value_4_5), .clk(clk), .we(1'd1), .gwe(gwe), .rst(rst));
   Nbit_reg #(n) stage_5 (.in(value_4_5), .out(value_5_6), .clk(clk), .we(1'd1), .gwe(gwe), .rst(rst));
   Nbit_reg #(n) stage_6 (.in(value_5_6), .out(value_6_7), .clk(clk), .we(1'd1), .gwe(gwe), .rst(rst));
   Nbit_reg #(n) stage_7 (.in(value_6_7), .out(value_7_8), .clk(clk), .we(1'd1), .gwe(gwe), .rst(rst));
   Nbit_reg #(n) stage_8 (.in(value_7_8), .out(value_8_9), .clk(clk), .we(1'd1), .gwe(gwe), .rst(rst));
   assign out_value = value_8_9;
endmodule
```

==> flow_metrics.tcl <==
# yosys + openroad results
set metrics [dict create \
    finalHoldViolations 0 \
    final_min_period_over_clock_period_pct 91.9 \
    grt_overflow_total 0 \
    worstReg2RegEnd "stage_2.out" \
    syn_area_per_cell_um2 13.1 \
    irDropWorstVdd_mv 0.271 \
    critPathCaptureType "output pin" \
    floorplan.die.height_um 80 \
    path_depth 1 \
    postSynthRegisterBits 8 \
    cts_sink_cnt 8 \
    fp.dieW_um 80 \
    largest_type_area_fraction_pct 76.2 \
    r2r_setup_slack_ns 0.47 \
    critical_path_buf_inv_count 1 \
    setup.worst_path.end "out_value[0]" \
    worst-setup-path-type "reg -> out" \
    clock_insertion_delay_worst_skew_ns 0.25 \
    fin_skew_ns 0.00191 \
    detailedRoute.firstPassIterationCount 2 \
    floorplan.initialDensity_pct 6.15 \
    ys_async_sr_fraction_pct 0 \
    fillerInstances 403 \
    cp_required_ns 0.80 \
    grt_pass1_vias 126 \
    worstRegToRegCells 1 \
    netlist-cell-type-count 2 \
    timing.hold.worst.class "reg -> reg" \
    minimum_clock_period_ns 0.919 \
    rsz0062_at_grt "no" \
    core_area_um2 3420 \
    openroad.warnings 26 \
    path_clk_slew_ns 0.05 \
    crit_path_max_incr_delay_ns 0.31 \
    htree_levels 1 \
    die_area_um2 6400 \
    post_route_insts_no_fill 68 \
    clockRootBuffer "sky130_fd_sc_hd__clkbuf_4" \
    cts.repair_timing.setup_buffer_count 0 \
    vias_per_cell 1.79 \
    cts_buffer_depth 2 \
    p_per_area_nw_per_um2 1810 \
    endpoint_arrival_time_on_the_critical_path_ns 0.72 \
    largest_net_degree_at_the_start_of_global_routing 9 \
    synth_stat.cells 16 \
    worstMarginPinSlew_ns 0.279 \
    synth_chip_area_um2 210 \
    detail-route-antenna-nets 0 \
    synth.yosys.seq_area_share_pct 76.2 \
    final_layout_size_suffix_gt1_share_pct 18.2 \
    routedWlPerCell_um 4.88 \
    post-place-cells 65 \
    crit_fanout 1 \
    yosys.area.top_type "sky130_fd_sc_hd__dfxtp_1" \
    cellLeakagePower_nw 0.110 \
    routabilityCongestion 0.685 \
    result_of_the_run "completed" \
    reg2reg_from "stage_1.out" \
    setup_viol_count_final 0 \
    grt_use_total_pct 1.16 \
    ys.warnings.count 1 \
    placement_rows 21 \
    input_output_buffers 3 \
    cts_tree "yes" \
    timing.max_slew.rel_slack_pct 81.4 \
    drt-total-wl_um 332 \
    edf_count 0 \
    grt_pass1_wl_um 565 \
    final-max-slew-violation-count 0 \
    setup_total_negative_slack_ns 0 \
    synthesis.area_um2 210 \
    ys_dominant_reg_cell "sky130_fd_sc_hd__dfxtp_1" \
    achievable-frequency_mhz 1090 \
    cap_viol_max_count 0 \
    route.detailed.drc 0 \
    worst_setup_path_start_kind "register" \
    crit_family "flip-flops" \
    setup.worst_path.start "stage_8.out" \
    cp_slowest_cell "sky130_fd_sc_hd__dfxtp_2" \
    hold_fix_buffers_at_cts 0 \
    synth.top_cells.by_count "sky130_fd_sc_hd__dfxtp_1, sky130_fd_sc_hd__nor2b_1" \
    fin_hold_ws_ns 0.432 \
    detail_route.antenna_diodes 0 \
    number_of_antenna_violations_at_the_first_check_in_global_routing 0 \
    syn2layout_area_growth_pct 53.0 \
    detailroute.via_count 122 \
    numCtsBuffers 3 \
    post_synth_main_area_contributors "sky130_fd_sc_hd__dfxtp_1, sky130_fd_sc_hd__nor2b_1" \
    post-layout-total-power_uw 582 \
    boundaryPins 5 \
    detailedRoute.firstIterationViolations 7 \
    critical_path.cell_chain "clkdlybuf4s15_1" \
    netlist_instances 16 \
]
## routing by layer
| layer | vias to the layer above | GRT usage (%) | wire [µm] |
|---|---|---|---|
| li1 | 60 | - | - |
| met1 | 50 | 1.34 | 150 |
| met2 | 7 | 1.20 | 95 |
| met3 | 5 | 1.36 | 71 |
| met4 | 0 | 0.528 | 14 |
| met5 | - | 0 | 0 |
## registers in the layout (all words and copies together) (netlist names)
signal       count
stage_5.out      1
stage_3.out      1
stage_4.out      1
stage_1.out      1
stage_6.out      1
stage_7.out      1
stage_2.out      1
stage_8.out      1
## worst min path at each step
stage,from,endpoint,slack (ns),depth (start not counted)
6_report,stage_2.out,stage_3.out,0.43,1
5_1_grt,stage_7.out,stage_8.out,0.45,1
4_1_cts,stage_2.out,stage_3.out,0.44,1
## cell type report
class / count / area (µm²) / share of cell area (%)
clock buffer: 3 / 22.5 / 7.00
multi-input combinational: 8 / 50.0 / 15.6
sequential: 8 / 161 / 50.2
tap: 46 / 57.6 / 17.9
timing repair buffer: 3 / 30.0 / 9.34
## power by group
group | internal [mW] | switching, mW | leakage (nW)
sequential | 0.326 | 0.00111 | 0.0655
clock | 0.137 | 0.102 | 0.0138
combinational | 0.0104 | 0.00636 | 0.0304
total | 0.473 | 0.109 | 0.110
## metrics by stage
stage	utilization, %	setup WS (ns)	instance area [µm²]
2_1_floorplan	-	0.510	210
3_5_place_dp	8.72	-0.0496	298
5_1_grt	9.41	0.0377	322
4_1_cts	9.34	0.0120	319
3_3_place_gp	8.72	0.00491	298
6_report	9.41	0.0814	322
## cells by family after synthesis
kind of cell  Yosys count  synth area share [%]
flops                   8                  76.2
simple gates            8                  23.8
## what timing repair did
action | in CTS | in global routing
setup endpoints to repair | 1 | 1
gates resized | 1 | 2
pin swaps | 0 | 0
## layout by cell type, fill, tap and decap left out
cell	n
sky130_fd_sc_hd__nor2b_1	8
sky130_fd_sc_hd__dfxtp_1	7
sky130_fd_sc_hd__clkbuf_4	3
sky130_fd_sc_hd__clkdlybuf4s50_1	2
sky130_fd_sc_hd__clkdlybuf4s15_1	1
sky130_fd_sc_hd__dfxtp_2	1
Power and IR drop assume default switching activity.

===== run.sh =====
#!/bin/bash
# OpenROAD 26Q1-2900-gdf79404cd8, Yosys 0.63+post, stock flow scripts
make -C /OpenROAD-flow-scripts/flow DESIGN_CONFIG=/design/flow/config.mk WORK_HOME=/design/flow/orfs finish

===== config.mk =====
export PLATFORM = sky130hd
export DESIGN_NAME = lc4_insn_cache
export DESIGN_NICKNAME = lc4_insn_cache
export VERILOG_FILES = /design/flow/design.v
export SDC_FILE = /design/flow/constraint.sdc
export NUM_CORES = 4
export LEC_CHECK = 1
export CORE_UTILIZATION = 30

===== constraint.sdc =====
current_design lc4_insn_cache

set clk_period 39.5
set clk_io_pct 0.2

create_clock -name clk0 -period $clk_period [get_ports {clk}]

set non_clock_inputs [all_inputs -no_clocks]
set_input_delay [expr $clk_period * $clk_io_pct] -clock clk0 $non_clock_inputs
set_output_delay [expr $clk_period * $clk_io_pct] -clock clk0 [all_outputs]

===== design.v =====
`timescale 1ns/1ps
module lc4_insn_cache (
input clk,
input gwe,
input rst,
input [15:0] mem_idata,
output [15:0] mem_iaddr,
input [15:0] addr,
output valid,
output [15:0] data
);
wire  [6:0]  blockid;
wire  [7:0]  tag;
reg   [16:0] cmem    [127:0];
reg   [7:0]  tagcmem [127:0];
reg          hit;
reg          cmp;
reg   [15:0] miss_addr,miss_addr_1d,miss_addr_2d,miss_addr_3d,miss_addr_4d,miss_addr_5d,miss_addr_6d,miss_addr_7d,miss_addr_8d;
reg   [16:0] mem0;
wire         cvld;
reg miss,miss_1d,miss_2d,miss_3d,miss_4d,miss_5d,miss_6d,miss_7d,miss_8d;
assign blockid = addr[6:0];
assign tag     = addr[15:7];
assign vld     = cmem[blockid][16];
always @(*) begin
   cmp =  (tagcmem[blockid] == tag);
   hit =  cmp & vld ;
   miss= ~hit;
end
always @(posedge clk) begin
  if(rst) begin
     miss_1d <= 0;
     miss_2d <= 0;
     miss_3d <= 0;
     miss_4d <= 0;
     miss_5d <= 0;
     miss_6d <= 0;
     miss_7d <= 0;
     miss_8d <= 0;
     miss_addr    <= 0;
     miss_addr_1d <= 0;
     miss_addr_2d <= 0;
     miss_addr_3d <= 0;
     miss_addr_4d <= 0;
     miss_addr_5d <= 0;
     miss_addr_6d <= 0;
     miss_addr_7d <= 0;
     miss_addr_8d <= 0;
  end else begin
     miss_1d      <= #1 miss;
     miss_2d      <= #1 miss_1d;
     miss_3d      <= #1 miss_2d;
     miss_4d      <= #1 miss_3d;
     miss_5d      <= #1 miss_4d;
     miss_6d      <= #1 miss_5d;
     miss_7d      <= #1 miss_6d;
     miss_8d      <= #1 miss_7d;
     miss_addr_1d <= #1 miss ? addr : 16'h0;
     miss_addr_2d <= #1 miss_addr_1d;
     miss_addr_3d <= #1 miss_addr_2d;
     miss_addr_4d <= #1 miss_addr_3d;
     miss_addr_5d <= #1 miss_addr_4d;
     miss_addr_6d <= #1 miss_addr_5d;
     miss_addr_7d <= #1 miss_addr_6d;
     miss_addr_8d <= #1 miss_addr_7d;
           end
end
assign cvld    = cmem[miss_addr_7d[6:0]][16];
always @(posedge clk) begin
  if(rst) begin
     for(integer i=0;i<128;i=i+1) begin
            cmem[i]    <= #0 16'b0;
            tagcmem[i] <= #0 8'h0; 
     end
  end else begin
            cmem[miss_addr_8d[6:0]]     <= #1 miss_8d  ? {1'b1,mem_idata}:cmem[miss_addr_8d[6:0]];
            tagcmem[miss_addr_8d[6:0]]  <= #1 miss_8d  ? miss_addr_8d[15:7]:tagcmem[miss_addr_8d[6:0]]; 
           end
end
assign data      = hit ? cmem[blockid] : 16'h0;
assign valid     = hit;
assign mem_iaddr = ~hit ? addr : 16'h0;
assign mem0      = cmem[0];
endmodule 

==> metrics.yaml <==
worstSetupEndpoint: "data[15]"
clk_pin_slew_worst_paths_ps: 60
fin_ws_ps: 15370
maxSlewViolCount: 0
antenna_found_initial: 27
drive_gt1_share_pct: 22.3
hpwl_mm: 275
dr.pass1.iters: 5
grt_use_total_pct: 19.2
cp_num_cells: 17
synth-edff-count: 3072
syn_to_final_growth_pct: 13.8
path_buffers: 9
hold_viol_final: 0
hold_buffers: 0
fmax_mhz: 41.5
cts_resized: 0
insertion_delay_ps: 950
cts_root_buffer: "clkbuf_16"
clockBufferDepth: 4
syn_inst: 9345
totalWireLength_mm: 451
gp_congestion: 0.910
htree_levels: 5
vias: 80500
cap_violations: 0
ys_seq_share_pct: 65.7
setup_tns_ps: 0
ys_ff: 3328
required_ps: 31600
netlist-cell-type-count: 60
portBuffers: 66
cpPeakStageDelay_ps: 790
synth_top_cell_by_area: "edfxtp_1"
relSlewSlack_pct: 32.0
num_rows: 257
crit_start: "addr[0]"
fin_skew_ps: 47.6
vias_per_cell: 5.00
fin_cells: 16100
antenna_left: 0
reg2reg_slack_ps: 35310
postSynth.asyncResetShare_pct: 0
hold_path_class: "register to register"
drc_errors: 0
final_util_pct: 34.4
crit_arrival_ps: 16230
tightestPinTransition_ps: 1020
power_leakage_nw: 61.4
grt_max_degree: 80
dp_cells: 15400
grt_pass1_wl_mm: 640
yosys_warnings: 3
rsz0062_at_grt: "false"
core_area_sq_um: 491000
finalPower_mw: 7.77
cts_setup_buffers: 0
min_period_over_period_pct: 61.1
topCellsByArea: "edfxtp_1, mux4_2, and2_1, dfxtp_1, clkbuf_1"
holdWs_ps: 431
synthFlopType: "edfxtp_1"
yosys_area_sq_um: 148000
dp_slack_ps: 15340
fp_util_pct: 30.2
numClockSinks: 3328
dieArea_sq_um: 497000
cpLargestDelayFamily: "buffers and inverters"
chipWidth_um: 705
r2r_start: "tagcmem[12][3]"
critPathKind: "input port to output pin"
ys_cells: 9345
grt_pass1_vias: 87100
synth_area_sq_um: 148000
grt_overflow_total: 0
setup_viol: 0
die_h_um: 705
cp-start-kind: "input port"
netlist.area_leader.share_pct: 62.2
power_density_nw_per_um2: 46.1
cp-end-kind: "output pin"
cp_max_fo: 68
fin_area_sq_um: 169000
numCtsBuffers: 359
vdd_ir_drop_max_mv: 0.0385
dpl-instance-area_sq_um: 157000
r2r_end: "miss_addr_1d[10]"
crit_top_cell: "buf_4"
status: "complete, no violations"
ios: 68
syn_area_per_cell_sq_um: 15.9
warnings: 27
min_period_ps: 24130
cp_slowest_cell: "o41ai_1"
r2r_cells: 11
tritoncts: "done"
wl_per_cell_um: 28.0
drt_iter0_drc: 4827
crit_chain: "buf_16, buf_4, buf_4, buf_4, buf_4, buf_4, mux4_2, mux4_2, a22oi_1, nand3_1, xor2_1, o41ai_1, buf_4, nand4_1, buf_4, a21oi_1, clkdlybuf4s50_1"
==> state kept, by name, summed over array words and instances, names as in the netlist <==
| signal | count |
|---|---|
| cmem | 2176 |
| tagcmem | 1024 |
| miss_addr_1d | 15 |
| miss_addr_2d | 15 |
| miss_addr_3d | 15 |
| miss_addr_4d | 15 |
| miss_addr_5d | 15 |
| miss_addr_6d | 15 |
| miss_addr_7d | 15 |
| miss_addr_8d | 15 |
| miss_1d | 1 |
| miss_2d | 1 |
| miss_3d | 1 |
| miss_4d | 1 |
| miss_5d | 1 |
| miss_6d | 1 |
| miss_7d | 1 |
| miss_8d | 1 |
==> cell families (layout without fill, tap and decap cells) <==
kind of cell	count (synthesis)	after routing	synth area share, %
AND-OR/OR-AND	419	419	1.85
XOR/XNOR	14	14	0.0827
buffers and inverters	947	1198	2.71
flip-flops	3328	3328	65.7
multiplexers	1032	1032	15.0
other	0	26	0
AND/OR/NAND/NOR	3605	3605	14.7
==> worst min path at each step <==
stage	from	to	slack, ps	depth (start not counted)
after CTS	miss_addr_3d[1]	miss_addr_4d[1]	420	1
after global routing	miss_addr_3d[1]	miss_addr_4d[1]	440	1
final	miss_addr_7d[0]	miss_addr_8d[0]	430	1
==> cells in the mapped netlist (all sizes together) (2+ instances only) <==
library cell / count
a2111oi: 2
a211oi: 10
a21o: 128
a21oi: 35
a221oi: 4
a22o: 3
a22oi: 34
a2bb2oi: 2
a311o: 2
a311oi: 4
a31oi: 12
a32oi: 2
and2: 3092
and3: 27
and3b: 2
buf: 194
clkbuf: 746
dfxtp: 256
edfxtp: 3072
inv: 6
mux2: 14
mux2i: 70
mux4: 948
nand2: 112
nand2b: 8
nand3: 31
nand4: 4
nor2: 174
nor2b: 128
nor3: 17
nor4: 3
o211ai: 7
o21ai: 138
o221ai: 6
o22ai: 15
o311ai: 3
o31ai: 4
or2: 4
xnor2: 7
xor2: 7
==> cells in the final DEF, fill, tap and decap left out, drive strengths merged, types with 6 or more instances in the layout <==
cell type / Yosys / routed
buf: 194 / 489
bufinv: 0 / 21
and3: 27 / 27
clkinv: 1 / 122
nor2: 174 / 174
diode: 0 / 26
xor2: 7 / 7
clkinvlp: 0 / 11
mux2: 14 / 14
clkbuf: 746 / 490
a211oi: 10 / 10
mux2i: 70 / 70
xnor2: 7 / 7
a21o: 128 / 128
nand3: 31 / 31
clkdlybuf4s50: 0 / 42
a21oi: 35 / 35
a22oi: 34 / 34
a31oi: 12 / 12
o221ai: 6 / 6
o211ai: 7 / 7
and2: 3092 / 3092
o22ai: 15 / 15
mux4: 948 / 948
inv: 6 / 23
o21ai: 138 / 138
nand2b: 8 / 8
nor3: 17 / 17
dfxtp: 256 / 256
edfxtp: 3072 / 3072
nor2b: 128 / 128
nand2: 112 / 112
==> area by class of cell <==
class,count,area [sq um]
sequential,3328,97400
clock buffer,490,9940
clock inverter,170,1630
multi-input combinational,5070,47400
tap,6475,8100
fill,44800,322000
inverter,7,43.8
antenna,26,65.1
timing repair buffer,531,4150
==> where the power goes <==
part           switching, mW  total [mW]  internal (mW)
Combinational          0.341       0.509          0.168
Sequential            0.0242        3.96           3.93
Clock                   1.40        3.31           1.91
Total                   1.77        7.77           6.01
==> per-layer routing <==
layer / vias up / global-route usage, % / routed length, um
li1: 34300 / - / -
met1: 39800 / 19.6 / 138000
met3: 880 / 16.6 / 87000
met5: - / 2.72 / 2070
met4: 62 / 6.75 / 20600
met2: 5443 / 28.3 / 204000
Power and IR drop assume default switching activity.

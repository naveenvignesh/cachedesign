==> /design/flow/design.v <==
`timescale 1ns / 1ps
module ram_1r1w(clk, gwe, rst, rsel, rdata, wsel, wdata, we);
   parameter bit_width = 16;
   parameter addr_width = 3;
   localparam ram_size = 1 << addr_width;
   input clk, gwe, rst;
   input [addr_width-1:0] rsel, wsel;
   input [bit_width-1:0] wdata;
   input we;
   output [bit_width-1:0] rdata;
   reg [bit_width-1:0] mem_state [ram_size-1:0];
   integer              i;
   assign #(1) rdata = mem_state[rsel];
   always @(posedge clk) 
     begin 
       if (gwe & rst) 
         for (i=0; i<ram_size; i=i+1)
           mem_state[i] = 0;
       else if (gwe & we)
         mem_state[wsel] = wdata; 
     end
endmodule
==> /design/flow/run.sh <==
#!/bin/bash
# OpenROAD 26Q1-2900-gdf79404cd8, Yosys 0.63+post, stock flow scripts
make -C /OpenROAD-flow-scripts/flow DESIGN_CONFIG=/design/flow/config.mk WORK_HOME=/design/flow/orfs finish
==> /design/flow/config.mk <==
export PLATFORM = sky130hd
export DESIGN_NAME = ram_1r1w
export DESIGN_NICKNAME = ram_1r1w
export VERILOG_FILES = /design/flow/design.v
export SDC_FILE = /design/flow/constraint.sdc
export NUM_CORES = 4
export LEC_CHECK = 1
export CORE_UTILIZATION = 50
==> /design/flow/constraint.sdc <==
current_design ram_1r1w

set clk_period 7.0
set clk_io_pct 0.2

create_clock -name clk0 -period $clk_period [get_ports {clk}]

set non_clock_inputs [all_inputs -no_clocks]
set_input_delay [expr $clk_period * $clk_io_pct] -clock clk0 $non_clock_inputs
set_output_delay [expr $clk_period * $clk_io_pct] -clock clk0 [all_outputs]
==> reports/results.ini <==
[grt]
grt_pass1_vias=3486
grt_max_degree=69
grt-ovfl-total=0
track_usage=0.262
grt_first_pass_wirelength_mm=19.9
grt_antenna_before_repair=0

[clocking]
cts_setup_buffers=0
htreeDepth=4
numCtsBuffers=17
cts_hold_buf=0
cts.clk_slew.worst_paths_ps=50
clock_sinks=128
cts_tree=done
cts_resized=0
clock_path_buffers=2
cts-root-buf=clkbuf_16

[routing]
dr.pass1.iters=4
drcViolationCount=0
wl_met2_mm=6.34
wirelength_mm=13.2
initialDrtViolationCount=179
ant_nets=0
highest_layer=met4
wl_met3_mm=1.19
via_count=3458
viasPerCell=6.10
wl_per_cell_um=23.3
routedLengthMet1_mm=5.60
n_antenna_cell=0

[finish]
largest_register_ffs=128
combGateArea_um2=1780
fillers=877
layout-drive-gt1-share=0.165
seq_area_um2=3840
final_core_util=0.611
areaGrowthSynthToFinish_pct=19.5

[pwr]
power_density_nw_per_um2=274
power.leakage_nw=1.98
power_mw=1.90
peakVddDrop_uv=161

[synth]
yosys-stat-area_um2=5820
ys_seq_frac=0.661
ys_cells=374
topCellsByArea=edfxtp_1 (66%), mux4_1 (13%), nor3_1 (11%)
synthCells=374
yosysWarnings=1
synthesis.area_um2=5820
top_cell_area_share=0.661
ys_seq_elements=128
synthDistinctLibCells=17
top_area_cell=edfxtp_1
post_synth.cell_area_avg_um2=15.5

[final_timing]
period_minus_slack_ps=4940
max_freq_mhz=203
period_used_share=0.705
slew_violations=0
tns_ps=0
slew_headroom=0.494
setup_viol=0
hold_viol=0
rsz0062_at_grt=false
setup_slack_ps=2060
worst_pin_slew_ps=759

[placement]
dp.final_hpwl_mm=7.27
port_buffers=41
place_congestion=0.773
pre_cts_ws_ps=2040

[setup_path]
critPathLaunchType=primary input
worstSetupPathType=primary input to output pin
worstPathArrival_ps=3540
crit_required_ps=5600
crit_fanout=20
crit_path_end_kind=output pin

[floorplanning]
die_w_um=110
fp_util=0.511
core_um2=11400
io_pins=42
rows=39
fp.dieH_um=110
chipArea_um2=12100

[worst_hold_path]
hold_depth=3
hold_class=primary input to flip-flop

[status]
status=completed

[job]
tool_warnings=25
cap_violations=0

## worst paths after layout
| kind | start | end | slack, ps |
|---|---|---|---|
| max | rsel[0] | rdata[1] | 2060 |
| min | wdata[15] | mem_state[2][15] | 1770 |
## logic make-up after synthesis
| kind of cell | synth area share |
|---|---|
| AOI/OAI and AO/OA | 0.00688 |
| muxes | 0.173 |
| and+or+nand+nor | 0.118 |
| DFF | 0.661 |
| buffers and inverters | 0.0411 |
## critical path: stages
cell             delay [ps]
buf_2                   350
buf_4                   420
mux4_1                  600
mux2_2                  310
clkdlybuf4s50_1         440
## power by group
part / leakage [nW] / switching (mW) / total [mW] / internal, mW
Clock: 0.274 / 0.289 / 0.841 / 0.551
Sequential: 1.05 / 0.0100 / 0.898 / 0.888
Combinational: 0.656 / 0.0879 / 0.165 / 0.0775
## layer usage
metal,track usage,vias to the layer above
met4,0.0276,0
li1,-,1586
met3,0.126,8
met2,0.378,149
met5,0,-
met1,0.428,1715
## Yosys cell counts
library cell	n
nor3_1	128
mux4_2	4
or2_2	1
o21ai_0	8
nand4bb_1	1
clkinv_1	16
nand2b_1	2
clkbuf_1	25
buf_2	1
buf_6	4
edfxtp_1	128
clkbuf_2	1
nand2_1	2
nand4b_1	1
mux2_2	16
buf_1	8
mux4_1	28
## stage by stage
step	cell area [µm²]	hold slack, ps	instances
floorplan	5820	1730	374
global placement	6390	2190	536
detailed placement	6390	2180	536
CTS	6950	1760	567
global route	6950	1790	567
finish	6950	1770	567
## area by class of cell
| class | count | share of cell area |
|---|---|---|
| Sequential cell | 128 | 0.553 |
| Multi-Input combinational cell | 191 | 0.255 |
| Timing Repair Buffer | 58 | 0.0767 |
| Clock buffer | 22 | 0.0639 |
| Tap cell | 143 | 0.0257 |
| Clock inverter | 9 | 0.0167 |
| Inverter | 16 | 0.00864 |
## cell usage in the layout (no fill, tap or decap)
cell type,synthesis,final
nor3_1,128,128
edfxtp_1,128,128
clkdlybuf4s50_1,0,40
mux4_1,28,28
clkinv_1,16,19
clkbuf_16,0,17
buf_4,0,17
mux2_2,16,16
o21ai_2,0,7
clkbuf_1,25,5
mux4_2,4,4
clkinv_2,0,3
bufinv_16,0,3
nand2b_1,2,2
nand2_1,2,2
nand4bb_4,0,1
or2_2,1,1
nand4b_1,1,1
o21ai_1,0,1
buf_2,1,1
Power is estimated from default activity; no workload was simulated.
